===== flow/config.mk =====
export PLATFORM = sky130hd
export DESIGN_NAME = top
export DESIGN_NICKNAME = top
export VERILOG_FILES = /design/flow/design.v
export SDC_FILE = /design/flow/constraint.sdc
export NUM_CORES = 4
export LEC_CHECK = 1
export CORE_UTILIZATION = 40

===== flow/run.sh =====
#!/bin/bash
# OpenROAD 26Q1-2900-gdf79404cd8, Yosys 0.63+post, stock flow scripts
make -C /OpenROAD-flow-scripts/flow DESIGN_CONFIG=/design/flow/config.mk WORK_HOME=/design/flow/orfs finish

===== flow/constraint.sdc =====
current_design top

set clk_period 8.0
set clk_io_pct 0.2

create_clock -name clk0 -period $clk_period [get_ports {clock}]

set non_clock_inputs [all_inputs -no_clocks]
set_input_delay [expr $clk_period * $clk_io_pct] -clock clk0 $non_clock_inputs
set_output_delay [expr $clk_period * $clk_io_pct] -clock clk0 [all_outputs]

===== flow/design.v =====
module top (clock, start, BestDist, motionX, motionY, AddressR, AddressS1, AddressS2, R, S1, S2, completed);
	input clock;
	input start;
	output [7:0] BestDist;
	output [3:0] motionX, motionY;
	output completed;
	wire clock;
	wire start;
	wire [7:0] BestDist;
	wire [3:0] motionX, motionY;
	input [7:0] R, S1, S2;
	output [7:0] AddressR;
	output [9:0] AddressS1, AddressS2;
	wire [15:0] S1S2mux, newDist, PEready;
	wire CompStart;
	wire [3:0] VectorX, VectorY;
	wire [127:0] Accumulate;
	wire [7:0] Rpipe;
	control ctl_u(clock, start, S1S2mux, newDist, CompStart, PEready, VectorX, VectorY, AddressR, AddressS1, AddressS2, completed);
	PEtotal pe_u(clock, R, S1, S2, S1S2mux, newDist, Accumulate);
	Comparator comp_u(clock, CompStart, Accumulate, PEready, VectorX, VectorY, BestDist, motionX, motionY);
endmodule
module PE (clock, R, S1, S2, S1S2mux, newDist, Accumulate, Rpipe);
	input clock;
	input [7:0] R, S1, S2;  
	input S1S2mux, newDist;  
	output [7:0] Accumulate, Rpipe;
	reg [7:0] Accumulate, AccumulateIn, difference, difference_temp, Rpipe;
	reg Carry;
	always @(posedge clock) Rpipe <= R;
	always @(posedge clock) Accumulate <= AccumulateIn;
	always @(R or S1 or S2 or S1S2mux or newDist or Accumulate)
	    begin 
		difference = R -(S1S2mux? S1:S2);
		difference_temp = - difference;
		if (difference<0) 
		 begin
			 difference = difference_temp;  
		 end
		{Carry,AccumulateIn} = Accumulate + difference;
		if (Carry == 1) AccumulateIn = 8'hFF;  
		if (newDist == 1) AccumulateIn = difference;
	    end
endmodule
module PEend (clock, R, S1, S2, S1S2mux, newDist, Accumulate);
	input clock;
	input [7:0] R, S1, S2;  
	input S1S2mux, newDist;  
	output [7:0] Accumulate;
	reg [7:0] Accumulate, AccumulateIn, difference, difference_temp;
	reg Carry;
	always @(posedge clock) Accumulate <= AccumulateIn;
	always @(R or S1 or S2 or S1S2mux or newDist or Accumulate)
	    begin 
		difference = R -(S1S2mux? S1:S2);
		difference_temp = - difference;
		if (difference<0) 
		 begin
			 difference = difference_temp;  
		 end
		{Carry,AccumulateIn} = Accumulate + difference;
		if (Carry == 1) AccumulateIn = 8'hFF;  
		if (newDist == 1) AccumulateIn = difference;
	    end
endmodule
module control (clock, start, S1S2mux, newDist, CompStart, PEready, VectorX, VectorY, AddressR, AddressS1, AddressS2, completed);
	input clock;
	input start;  
	output [15:0] S1S2mux, newDist, PEready;
	output CompStart;
	output [3:0] VectorX, VectorY;
	output [7:0] AddressR;
	output [9:0] AddressS1, AddressS2;
	output reg completed;
	parameter count_complete = 16*(16*16) + 15;  
	reg [15:0] S1S2mux, newDist, PEready;
	reg CompStart;
	reg [3:0] VectorX, VectorY;
	reg [7:0] AddressR;
	reg [9:0] AddressS1, AddressS2;
	reg  [12:0] count, count_temp;
	integer i;
	reg [11:0]  temp;
	always @ (posedge clock)
	  begin
		  if (start == 0) count <= 12'b0;
		  else if (completed == 0) count <= count_temp;
	  end
	always @ (count)
	    begin
	      count_temp = count + 1'b1;
	      for (i=0; i<16; i= i+1)
		begin
		   newDist[i] = (count[7:0] == i);	
		   PEready[i] = (newDist[i] && !(count < 256));	
		   S1S2mux[i] = (count[3:0] >= i);
		   CompStart  = (!(count < 256));
		end
		AddressR = count[7:0];
		AddressS1 = (count[11:8] + count[7:4])*32 + count[3:0];
		temp = count[11:0]-16;
		AddressS2 = (temp[11:8] + temp[7:4])*32 + temp[3:0] + 16;
		VectorX = count[3:0] - 8; 
		VectorY = count[11:8] - 9;
		completed = (count[12:0] == count_complete);  
	    end
endmodule
module Comparator (clock, CompStart, PEout, PEready, vectorX, vectorY, BestDist, motionX, motionY);
	input clock;
	input CompStart;  
	input [8*16-1:0] PEout;  
	input [15:0] PEready;  
	input [3:0] vectorX, vectorY;  
	output [7:0] BestDist;  
	output [3:0] motionX, motionY;  
	reg [7:0] BestDist, newDist;
	reg [3:0] motionX, motionY;
	reg newBest;
	integer n;
	always @ (posedge clock)
	  if (CompStart == 0) BestDist <= 8'hFF;  
	  else if (newBest == 1)
	    begin
	      BestDist <= newDist;
	      motionX <= vectorX;
	      motionY <= vectorY;
	    end
	always @ (BestDist or PEout or PEready or CompStart)
	  begin
	    newDist = 8'hFF;
	    for (n = 0; n <= 15; n = n+1)
		begin
		      if (PEready[n] == 1) 
			case (n) 
			  4'b0000: newDist = PEout[7:0];
			  4'b0001: newDist = PEout[15:8]; 
			  4'b0010: newDist = PEout[23:16]; 
			  4'b0011: newDist = PEout[31:24];
			  4'b0100: newDist = PEout[39:32]; 
			  4'b0101: newDist = PEout[47:40]; 
			  4'b0110: newDist = PEout[55:48]; 
			  4'b0111: newDist = PEout[63:56]; 
			  4'b1000: newDist = PEout[71:64]; 
			  4'b1001: newDist = PEout[79:72]; 
			  4'b1010: newDist = PEout[87:80]; 
			  4'b1011: newDist = PEout[95:88]; 
			  4'b1100: newDist = PEout[103:96]; 
			  4'b1101: newDist = PEout[111:104]; 
			  4'b1110: newDist = PEout[119:112]; 
			  4'b1111: newDist = PEout[127:120];
			  default: newDist = 8'hFF;  
			endcase
	     end
	    if ((|PEready == 0) || (CompStart == 0)) newBest = 0;  
	    else if (newDist < BestDist) newBest = 1;
	    else newBest = 0;
	  end
endmodule
module PEtotal (clock, R, S1, S2, S1S2mux, newDist, Accumulate);
	input clock;
	input [7:0] R, S1, S2;  
	input [15:0] S1S2mux, newDist;  
	output [127:0] Accumulate;
	wire [7:0] Rpipe0, Rpipe1, Rpipe2, Rpipe3, Rpipe4, Rpipe5, Rpipe6, Rpipe7, Rpipe8, Rpipe9, Rpipe10, Rpipe11, Rpipe12, Rpipe13, Rpipe14;
	PE pe0 (clock, R, S1, S2, S1S2mux[0], newDist[0], Accumulate[7:0], Rpipe0);
	PE pe1 (clock, Rpipe0, S1, S2, S1S2mux[1], newDist[1], Accumulate[15:8], Rpipe1);
	PE pe2 (clock, Rpipe1, S1, S2, S1S2mux[2], newDist[2], Accumulate[23:16], Rpipe2);
	PE pe3 (clock, Rpipe2, S1, S2, S1S2mux[3], newDist[3], Accumulate[31:24], Rpipe3);
	PE pe4 (clock, Rpipe3, S1, S2, S1S2mux[4], newDist[4], Accumulate[39:32], Rpipe4);
	PE pe5 (clock, Rpipe4, S1, S2, S1S2mux[5], newDist[5], Accumulate[47:40], Rpipe5);
	PE pe6 (clock, Rpipe5, S1, S2, S1S2mux[6], newDist[6], Accumulate[55:48], Rpipe6);
	PE pe7 (clock, Rpipe6, S1, S2, S1S2mux[7], newDist[7], Accumulate[63:56], Rpipe7);
	PE pe8 (clock, Rpipe7, S1, S2, S1S2mux[8], newDist[8], Accumulate[71:64], Rpipe8);
	PE pe9 (clock, Rpipe8, S1, S2, S1S2mux[9], newDist[9], Accumulate[79:72], Rpipe9);
	PE pe10 (clock, Rpipe9, S1, S2, S1S2mux[10], newDist[10], Accumulate[87:80], Rpipe10);
	PE pe11 (clock, Rpipe10, S1, S2, S1S2mux[11], newDist[11], Accumulate[95:88], Rpipe11);
	PE pe12 (clock, Rpipe11, S1, S2, S1S2mux[12], newDist[12], Accumulate[103:96], Rpipe12);
	PE pe13 (clock, Rpipe12, S1, S2, S1S2mux[13], newDist[13], Accumulate[111:104], Rpipe13);
	PE pe14 (clock, Rpipe13, S1, S2, S1S2mux[14], newDist[14], Accumulate[119:112], Rpipe14);
	PEend pe15 (clock, Rpipe14, S1, S2, S1S2mux[15], newDist[15], Accumulate[127:120]);
endmodule
module ROM_R (clock, AddressR, R);
	input clock;
	input [7:0] AddressR;
	output [7:0] R;
	reg [7:0] R;
	reg [7:0] Rmem[0:255];
	always @(*) R = Rmem[AddressR];
endmodule
module ROM_S (clock, AddressS1, AddressS2, S1, S2);
	input clock;
	input	[9:0]	AddressS1, AddressS2;
	output	[7:0]	S1, S2;
	reg	[7:0]	S1, S2;
	reg	[7:0]	Smem[0:1023];
	always @(*) 
	 begin
		S1 = Smem[AddressS1];
		S2 = Smem[AddressS2];
	 end
endmodule

==> summary.rpt <==
CLOCK TREE
------------------------------------------------------------------------------------------
Count of instances resized after the clock tree is built ....................            0
CTS root buf ................................................................ sky130_fd_sc_hd__clkbuf_16
Maximum count of clock buffers along a single path ..........................            3
Number of clock sinks .......................................................          277
Number of CTS-inserted buffers ..............................................           35
Clk ins delay skew pair .....................................................       550 ps
Post-CTS Hold Buffers .......................................................            0
Clock edge transition at the registers on the reported setup and hold paths .        60 ps
TritonCTS clock tree ........................................................        built
Post-CTS setup-driven buffer insertion count ................................            0
H-tree depth reported by CTS ................................................            2

DIE
------------------------------------------------------------------------------------------
Die Area .................................................................... 0.0505 sq mm
Fp_density ..................................................................        40.5%
Number of ports placed on the die boundary ..................................           71
Vertical extent of the die ..................................................       225 um
Floorplan core area ......................................................... 0.0490 sq mm
Std-Cell Rows ...............................................................           81
Chip width ..................................................................       225 um

SYNTHESIS
------------------------------------------------------------------------------------------
Flip-flop and latch count after synthesis ...................................          277
Fraction of registers with async set/reset ..................................           0%
Fraction of synthesized cell area taken by the top area cell type ...........        27.1%
Cell area after synthesis ................................................... 0.0198 sq mm
Total cell area reported by yosys after synthesis ........................... 0.0198 sq mm
Yosys top cell by area ...................................................... sky130_fd_sc_hd__dfxtp_1
Post-synth seq share ........................................................        28.4%
Number of synthesis warnings ................................................            4
Tally of unique sky130hd cells used after synthesis .........................           77
Count of flip-flops with a built-in enable after synthesis ..................            8
Synth top area cells ........................................................ sky130_fd_sc_hd__dfxtp_1 27%, sky130_fd_sc_hd__ha_1 17%, sky130_fd_sc_hd__xnor2_1 7.2%
Mapped Cells ................................................................         2244
Most common flop cell mapped by yosys ....................................... sky130_fd_sc_hd__dfxtp_1
Mean instance size in the synthesized netlist ...............................   8.84 sq um
Total cells reported by yosys after synthesis ...............................         2244

GLOBAL ROUTE
------------------------------------------------------------------------------------------
Largest net degree at the start of global routing ...........................           31
Antenna violations before repair ............................................            2
Total overflow reported by the global router ................................            0
All-layer global routing usage ..............................................        25.3%
First-pass GRT wire length ..................................................      94.2 mm
Number of global-route vias before repair ...................................        16300

FINAL TIMING
------------------------------------------------------------------------------------------
Worst hold slack across all endpoints .......................................       351 ps
Total setup violations reported at the end of the flow ......................            0
Final Slew Violations .......................................................            0
Setup slack of the critical path after layout ...............................      1890 ps
Post-layout period usage ....................................................        76.4%
Number of hold-slack violations in the final timing report ..................            0
Unrepaired setup endpoints after global routing .............................           no
Final sum of negative setup slack ...........................................         0 ps
Slew at the pin closest to its max-slew limit ...............................       940 ps
Fmax ........................................................................      164 MHz
Final setup skew ............................................................      16.4 ps
Tightest slew margin relative to the limit ..................................        37.3%
Min cycle time layout .......................................................      6110 ps

WORST SETUP PATH
------------------------------------------------------------------------------------------
Worst endpoint required time ................................................      8430 ps
Family with the most delay on the worst path ................................ simple AND/OR/NAND/NOR gates
R2r startpoint .............................................................. ctl_u.count[1]
Slowest cell delay on critical path .........................................       910 ps
Register-to-Register Path Depth .............................................           14
R2r setup slk ...............................................................      1890 ps
Data arrival time of the critical path ......................................      6540 ps
Buffer-and-inverter tally for the worst setup path ..........................            0
Critical Path Fanout Max ....................................................           19
Master of the slowest instance on the critical path ......................... sky130_fd_sc_hd__ha_1
Worst reg2reg endpoint ...................................................... comp_u.BestDist[1]
CP most frequent cell ....................................................... sky130_fd_sc_hd__ha_1
Crit. End Element ...........................................................         flop
Critical path type .......................................................... flop to flop
Worst Setup Start Kind ......................................................         flop
List of cells traversed by the critical path ................................ ha_1 -> or4bb_1 -> nor2_1 -> nand2_1 -> o22ai_1 -> a211oi_1 -> o22a_1 -> ha_1 -> and4_1 -> o211ai_1 -> a21o_1 -> o31ai_1 -> nor3_4 -> mux2_2

POWER AND IR DROP
------------------------------------------------------------------------------------------
Power density over cell area ................................................  310 mW/mm^2
Switching Fraction ..........................................................        37.4%
Combinational share of power ................................................        47.9%
Leakage power figure ........................................................      9.70 nW
Share of total power in sequential cells ....................................        28.3%
Internal power consumption ..................................................      4.35 mW
Part of the power in the clock network ......................................        23.8%
Peak VDD IR .................................................................   0.000188 V
Switching pwr ...............................................................      2.60 mW

PLACE
------------------------------------------------------------------------------------------
Gp weighted congestion ......................................................        0.998
Total instance count after detailed placement ...............................         2924
DPL Wire Length .............................................................      46.4 mm
Total of buffers placed on input and output ports ...........................           68
Dpl ws ......................................................................      2020 ps

ROUTE
------------------------------------------------------------------------------------------
Detailed router's first-iteration violation count ...........................         1373
Number of diodes ............................................................            0
Residual DRC count ..........................................................            0
Via count of the routed design ..............................................        16700
Number of nets still failing antenna checks after routing ...................            0
TritonRoute pass-1 iters ....................................................            6
Total wire length after detailed routing ....................................      61.0 mm
Detailed-route wire length per cell .........................................      20.4 um
Detailed-route vias per instance ............................................         5.59

HOLD PATH
------------------------------------------------------------------------------------------
Depth of the worst hold-timing path .........................................            0
Capture endpoint of the worst hold path ..................................... pe_u.pe11.Rpipe[0]
Class of the worst hold path ................................................ flop to flop
Start point of the worst min-delay path ..................................... pe_u.pe10.Rpipe[0]

FINISH
------------------------------------------------------------------------------------------
Largest register FFs ........................................................           13
Synthesis-to-finish area growth .............................................        13.0%
Total of fill cells in the finished design ..................................         4514
Total area of sequential cells .............................................. 0.00563 sq mm
Layout cells sized above 1 ..................................................        6.03%
Top reg by flops ............................................................  ctl_u.count
Area used by multi-input combinational logic ................................ 0.0132 sq mm
Count of non-filler cells in the finished layout ............................         2985

RUN
------------------------------------------------------------------------------------------
Max-Cap Viols ...............................................................            0
Total number of warnings across the stage logs ..............................           30

OUTCOME
------------------------------------------------------------------------------------------
Outcome .....................................................................    completed

==> layout make-up <==
type                       count  share of cell area [%]
multi-input combinational   1718                    58.8
sequential                   277                    25.1
inverter                     156                    2.61
clock buffer                  50                    4.75
timing repair buffer         109                    4.41
tap                          664                    3.71
clock inverter                11                   0.591
==> power groups by stage <==
stage	Clock, mW	Combinational (mW)	Sequential [mW]
CTS	1.70	3.31	1.97
global route	1.75	3.74	2.00
finish	1.66	3.33	1.97
==> cells in the mapped netlist (17+ instances only) <==
library cell               instances
sky130_fd_sc_hd__a211oi_1         22
sky130_fd_sc_hd__a21boi_0         18
sky130_fd_sc_hd__a21o_1           62
sky130_fd_sc_hd__a21oi_1         186
sky130_fd_sc_hd__buf_4            19
sky130_fd_sc_hd__clkbuf_1         60
sky130_fd_sc_hd__dfxtp_1         269
sky130_fd_sc_hd__fa_1             34
sky130_fd_sc_hd__ha_1            263
sky130_fd_sc_hd__inv_1           156
sky130_fd_sc_hd__mux2_2           23
sky130_fd_sc_hd__mux2i_1          37
sky130_fd_sc_hd__nand2_1          89
sky130_fd_sc_hd__nand2b_1         17
sky130_fd_sc_hd__nand3_1          26
sky130_fd_sc_hd__nor2_1          205
sky130_fd_sc_hd__nor2b_1          71
sky130_fd_sc_hd__nor3_1           49
sky130_fd_sc_hd__o21a_1           18
sky130_fd_sc_hd__o21ai_0          81
sky130_fd_sc_hd__o21bai_1         22
sky130_fd_sc_hd__o22a_1          101
sky130_fd_sc_hd__xnor2_1         162
sky130_fd_sc_hd__xor2_1           49
==> cells by family (layout without fill, tap and decap cells) <==
group / after synthesis / after routing / synth area share [%]
flip-flops: 277 / 277 / 28.4
adder cells (fa/ha/maj): 297 / 297 / 20.0
XOR/XNOR: 211 / 211 / 9.32
AND/OR/NAND/NOR: 524 / 524 / 12.7
AND-OR/OR-AND: 624 / 624 / 21.2
other: 2 / 2 / 0.0379
buffers and inverters: 249 / 326 / 5.13
multiplexers: 60 / 60 / 3.17
==> metrics by stage <==
step / area, sq um / util [%] / power (mW)
floorplan: 19800 / - / 4.57
global placement: 21200 / 43.4 / 5.18
detailed placement: 21200 / 43.4 / 5.26
CTS: 22400 / 45.8 / 6.97
global route: 22400 / 45.8 / 7.49
finish: 22400 / 45.8 / 6.96
==> cell usage in the layout (no fill, tap or decap), types with 8 or more instances in the layout <==
cell type	synthesis	routed
sky130_fd_sc_hd__clkdlybuf4s50_1	0	68
sky130_fd_sc_hd__inv_1	156	156
sky130_fd_sc_hd__a211oi_1	22	22
sky130_fd_sc_hd__dfxtp_1	269	269
sky130_fd_sc_hd__o221ai_1	9	9
sky130_fd_sc_hd__a31oi_1	8	8
sky130_fd_sc_hd__mux2i_1	37	37
sky130_fd_sc_hd__buf_4	19	41
sky130_fd_sc_hd__o21a_1	18	18
sky130_fd_sc_hd__o21ai_1	14	14
sky130_fd_sc_hd__o22a_1	101	101
sky130_fd_sc_hd__ha_1	263	263
sky130_fd_sc_hd__nand2b_1	17	17
sky130_fd_sc_hd__nand3_1	26	26
sky130_fd_sc_hd__a21boi_0	18	18
sky130_fd_sc_hd__o41a_1	10	10
sky130_fd_sc_hd__and2_1	10	10
sky130_fd_sc_hd__nor2b_1	71	71
sky130_fd_sc_hd__or2_2	8	8
sky130_fd_sc_hd__nor2_1	205	205
sky130_fd_sc_hd__a21oi_1	186	186
sky130_fd_sc_hd__or3_1	13	13
sky130_fd_sc_hd__mux2_2	23	23
sky130_fd_sc_hd__edfxtp_1	8	8
sky130_fd_sc_hd__xnor2_1	162	162
sky130_fd_sc_hd__a21o_1	62	62
sky130_fd_sc_hd__xor2_1	49	49
sky130_fd_sc_hd__o21bai_1	22	22
sky130_fd_sc_hd__nand2_1	89	89
sky130_fd_sc_hd__o21ai_0	81	81
sky130_fd_sc_hd__clkbuf_16	0	37
sky130_fd_sc_hd__fa_1	34	34
sky130_fd_sc_hd__a2bb2oi_1	13	13
sky130_fd_sc_hd__nor3_1	49	49
sky130_fd_sc_hd__clkbuf_8	0	9
==> per-layer routing <==
metal  up-vias  global-route usage [%]  wire [um]
li1       8088                       -          -
met1      7788                    34.8      26200
met2       634                    38.7      26600
met3       171                    6.78       5360
met4         4                    9.15       2800
met5         -                       0         26
==> how the worst max path moves through the flow <==
stage,from,to,slack [ps],cells past startpoint
final,ctl_u.count[1],comp_u.BestDist[1],1890,14
after global routing,ctl_u.count[1],comp_u.BestDist[1],1580,13
after CTS,ctl_u.count[1],comp_u.BestDist[1],1970,14
No activity file was given, so power comes from the tool's default toggle rates.
